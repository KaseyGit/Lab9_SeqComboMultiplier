File: flow/config.mk
export PLATFORM = sky130hd
export DESIGN_NAME = top_combo_mult
export DESIGN_NICKNAME = top_combo_mult
export VERILOG_FILES = /design/flow/design.v
export SDC_FILE = /design/flow/constraint.sdc
export NUM_CORES = 4
export LEC_CHECK = 1
export CORE_UTILIZATION = 40
File: flow/constraint.sdc
current_design top_combo_mult

set clk_period 3.9
set clk_io_pct 0.2

create_clock -name clk0 -period $clk_period [get_ports {clk}]

set non_clock_inputs [all_inputs -no_clocks]
set_input_delay [expr $clk_period * $clk_io_pct] -clock clk0 $non_clock_inputs
set_output_delay [expr $clk_period * $clk_io_pct] -clock clk0 [all_outputs]
File: flow/design.v
`timescale 1ns / 1ps
module bin2bcd(bin, en, clk,reset,  bcd_out, rdy);  
	input [11:0] bin;
	input clk;
	input en;
	output [15:0] bcd_out;
	output rdy;
	input reset;
	parameter IDLE = 3'd0, SETUP = 3'd1, ADD = 3'd2, SHIFT = 3'd3, DONE = 3'd4;
	reg busy = 0;
	reg [27:0] bcd_data =0;  
	reg [2:0] state = 0;
	reg [3:0] sh_counter=0;  
	reg [2:0] add_counter = 0;  
	reg result_rdy = 0;
	always @(posedge clk or posedge reset) begin
	   if(reset)begin
	       busy <= 1'b0;
	       bcd_data <= 28'd0;
	       state <= IDLE;
	       sh_counter <= 4'd0;
	       add_counter <= 3'd0;
	       result_rdy <= 1'b0;
	   end
	   else begin
		case (state)
			IDLE:
				begin
					result_rdy <= 0;
					busy <= 0;
					if (en) state <= SETUP;
					else state <= IDLE;
				end
			SETUP:
				begin
				    bcd_data = bin;
					busy <= 1;
					state <= ADD;
				end
			ADD:
				begin
					case (add_counter)
						0:  
						begin
							if (bcd_data[15:12] > 4) begin  
								bcd_data[27:12] <= bcd_data[27:12] + 3;  
							end
							add_counter <= add_counter + 1;
						end
						1:  
						begin
							if (bcd_data[19:16] > 4) begin
								bcd_data[27:16] <= bcd_data[27:16] + 3;
							end
							add_counter <= add_counter + 1;
						end
						2:  
						begin
							if (bcd_data[23:20] > 4) begin
								bcd_data[27:20] <= bcd_data[27:20] + 3;
							end
							add_counter <= add_counter + 1;
						end
						3:  
						begin
							if (bcd_data[27:24] > 4) begin
								bcd_data[27:24] <= bcd_data[27:24] + 3;
							end
							add_counter <= 0;
							state <= SHIFT;
						end
					endcase
				end
			SHIFT:
				begin
					sh_counter <= sh_counter + 1; 
					bcd_data <= bcd_data << 1;
					if (sh_counter >= 11) begin
                        state <= DONE;
                        sh_counter <= 0;
					end
					else state <= ADD;
				end
			DONE:
				begin
					state <= IDLE;
					result_rdy = 1;
				end
			default: state <= IDLE;
		endcase
	end
	end
	assign bcd_out = bcd_data[27:12];
	assign rdy = result_rdy;
endmodule
module combo_mult(a, b, p);
input[3:0] a, b;
wire[3:0] m0;  
wire[4:0] m1;  
wire[5:0] m2;  
wire[6:0] m3;  
wire [7:0] s1, s2, s3;
output[7:0] p;
assign m0 = a & {4{b[0]}}; 
assign m1 = {(a & {4{b[1]}}), 1'b0}; 
assign m2 = {(a & {4{b[2]}}), 2'b00};
assign m3 = {(a & {4{b[3]}}), 3'b000};
assign s1 = {4'b0, m0} + {3'b0,  m1};  
assign s2 = s1 + {2'b0,  m2};  
assign s3 = s2 + {1'b0,  m3};  
assign p = s3;  
endmodule
module multiseg_driver(
    input clk,
    input en,
    input [15:0] bcd_in,
    output [3:0] seg_anode,
    output [6:0] seg_cathode,
    output rdy  
    );
    wire [3:0] bcd_result;
	reg [15:0] anode_bcd_in;
    always @(posedge clk) begin
    	if(en)
            begin
            anode_bcd_in<=bcd_in;
            end
    end
	anode_generator anode_gen(.en(en), .clk(clk), .bcd_in(bcd_in), .seg_anode(seg_anode), .bcd_out(bcd_result), .rdy(rdy));
	segment_7_binary cat_gen(.data_in(bcd_result), .seg(seg_cathode));
endmodule
module anode_generator(
    input clk,
    input en,
    input [15:0] bcd_in,
    output [3:0] seg_anode,
    output reg [3:0] bcd_out,  
    output rdy
    );
	reg [9:0] counter = 0;  
	reg [3:0] anode = 4'b1110;  
	reg [3:0] anode_buff;
	reg [11:0] anode_counter = 3'b0;
	reg [3:0] shift_en = 4'd0;
	reg anode_counter_en=0;
	always @(posedge clk) begin
		counter <= counter + 1;  
		shift_en <= shift_en << 1;
		if (anode_counter == 12'd4095) begin
		  shift_en <= 4'd1;
		  anode_counter <= 0;
		  anode_counter_en <=0;
		end
		if (en) begin
		  anode_counter_en <= 1;
		end
		if (counter == 1023) begin
		    anode_buff <= anode;
			anode <= {anode[2:0], anode[3]};  
			case (anode)
				4'b1110: bcd_out <= bcd_in[3:0];  
				4'b1101: bcd_out <= bcd_in[7:4];
				4'b1011: bcd_out <= bcd_in[11:8];
				4'b0111: bcd_out <= bcd_in[15:12];
				default: bcd_out <= 4'b0;
			endcase
			counter <= 0;
			if (anode_counter_en) anode_counter <= anode_counter + 1;
		end
	end
	assign seg_anode = anode_buff;
	assign rdy = |shift_en;
endmodule
module segment_7_binary(
    input [3:0] data_in,
    output reg [6:0] seg
    );
	always @* begin
		case (data_in)
			0: seg = 7'b0000001;  
			1'b0001: seg = 7'b1001111;  
			2: seg = 7'b0010010;
			3: seg = 7'b0000110;
			4: seg = 7'b1001100;
			5: seg = 7'b0100100;
			6: seg = 7'b0100000;
			7: seg = 7'b0001111;
			8: seg = 7'b0000000;
			9: seg = 7'b0000100;
			default: seg = 7'b1111111;  
		endcase
	end
endmodule
`timescale 1ns / 1ps
module top_combo_mult(
	input clk, rst,
	input [3:0] A, B,
	output wire [6:0] seg,
	output wire [3:0] an);
	wire [7:0] bin_result;
	wire mult_to_conv, conv_to_disp;
	wire [15:0] bcd_result;
	wire sys_rdy;	
	reg [7:0] bin_in;
	reg [15:0] bcd_in;
	combo_mult mult(.a(A), .b(B), .p(bin_result));
	bin2bcd conv(.clk(clk), .reset(rst), .bin({4'b0, bin_result}), .en(1'b1), .bcd_out(bcd_result), .rdy(conv_to_disp)); 
	multiseg_driver display(.clk(clk), .en(conv_to_disp), .bcd_in(bcd_in), .seg_anode(an), .seg_cathode(seg), .rdy(sys_rdy));
		always @(posedge clk) begin
	       bin_in <= bin_result;
	       if (conv_to_disp) bcd_in <= bcd_result;
	   end
endmodule
File: flow/run.sh
#!/bin/bash
# OpenROAD 26Q1-2900-gdf79404cd8, Yosys 0.63+post, stock flow scripts
make -C /OpenROAD-flow-scripts/flow DESIGN_CONFIG=/design/flow/config.mk WORK_HOME=/design/flow/orfs finish
==> flow report <==
RUN STATUS
-----------------------------------------------------------------------------------------------
Status                                                                                completed

GLOBAL ROUTE
-----------------------------------------------------------------------------------------------
Largest net degree at the start of global routing                                            40
Via count of the first global-routing pass                                                3,560
Residual overflow from global routing                                                         0
Wire length of the first global-routing pass                                          17,260 µm
Total routing resource utilization after global routing                                  17.10%
Number of antenna violations at the first check in global routing                             0

CRITICAL PATH
-----------------------------------------------------------------------------------------------
Arrival time reported for the critical path endpoint                                    3.85 ns
Data required time of the critical path                                                 4.15 ns
Top fanout value on the critical path                                                         4
Critical path's slowest cell                                                       sky130_fd_sc_hd__fa_1
Type of the worst setup path                                                          in -> reg
Critical path startpoint category                                                     input pin
Critical path cell sequence                                                        clkdlybuf4s50_1 -> and2_1 -> ha_1 -> fa_1 -> xor2_1 -> fa_1 -> ha_1 -> inv_1 -> fa_1 -> nor2b_1 -> o21ai_0 -> nand2_1 -> o21ai_0 -> o21ai_0
Slowest cell delay on critical path                                                     0.54 ns
Element type at the critical path end                                                  register

PLACEMENT
-----------------------------------------------------------------------------------------------
DP HPWL                                                                                 6946 µm
Placed insts                                                                                686
Placer's final routability congestion estimate                                           0.9357
Number of port buffers                                                                       20

SYNTHESIS
-----------------------------------------------------------------------------------------------
EDFF count, synth                                                                            28
Synth async-reset ratio                                                                  46.43%
Registers, synthesis                                                                         84
Area leader, netlist                                                               sky130_fd_sc_hd__dfrtp_1
Cells after Synth                                                                           515
Post-synth top flop                                                                sky130_fd_sc_hd__dfrtp_1
Avg Inst Size Synth                                                                   9.689 µm²
Largest type area fraction                                                               19.56%
Cell types occupying the most area after synthesis                                 sky130_fd_sc_hd__dfrtp_1 20%, sky130_fd_sc_hd__edfxtp_1 17%, sky130_fd_sc_hd__ha_1 7.5%
Cell count in the Yosys report                                                              515
Synth warnings                                                                                5
Synth cell types                                                                             64
Sequential area share after synthesis                                                    43.23%
Cell Area, Synth                                                                       4990 µm²
Synthesized chip area reported by yosys                                                4990 µm²

ROUTE
-----------------------------------------------------------------------------------------------
Overall via count from detail_route                                                       3,664
Violation count after the first detailed-route iteration                                    195
Detailed-route DRC error count                                                                0
DRT Pass-1 Iters                                                                              4
Avg Vias per Cell                                                                         5.219
Average wire per cell in the routed design                                             13.95 µm
Routed Wire Length                                                                      9792 µm
Residual antenna-violating net count after detailed routing                                   0
ANT cells                                                                                     0

STA
-----------------------------------------------------------------------------------------------
Clock period minus worst slack                                                         3.602 ns
Post-route clock skew                                                               0.005702 ns
Final Hold Viols                                                                              0
Worst hold slack                                                                      0.4581 ns
Slew HR                                                                                  42.73%
Fin crit share                                                                           92.35%
RSZ-0062 raised after global routing                                                      false
Final count of negative-setup-slack endpoints                                                 0
Maximum achievable frequency                                                          277.7 MHz
Max Slew Vio Count                                                                            0
Tightest Pin Transition                                                               0.8543 ns

FINAL LAYOUT
-----------------------------------------------------------------------------------------------
Proportion of layout cells with a drive suffix above 1                                   7.865%
Number of standard cells in the layout, taps in and fillers out                             702
P&R area growth vs syn                                                                   12.71%

CLOCK TREE
-----------------------------------------------------------------------------------------------
Number of CTS-inserted buffers                                                                9
Resized Gates After CTS                                                                       0
Hold buffers post-CTS                                                                         0
Count of H-tree levels built during CTS                                                       3
TritonCTS Sinks                                                                              84
Clock Tree Root                                                                    sky130_fd_sc_hd__clkbuf_16
Worst-Skew Late Latency                                                                 0.33 ns
Post-CTS Setup Bufs                                                                           0
Clock input transition at the sequential cells of the worst setup and hold paths        0.06 ns
CTS tree                                                                                  built
Clock Path Buffers                                                                            2

DIE
-----------------------------------------------------------------------------------------------
Number of placed I/O pins                                                                    21
Die height                                                                             113.7 µm
Pre-Place Util                                                                           41.37%
Horizontal die dimension                                                               113.7 µm
Row count                                                                                    40
Area of the core                                                                     12,060 µm²
Floorplan die area                                                                   12,930 µm²

MIN PATH
-----------------------------------------------------------------------------------------------
Class of the worst hold path                                                         reg -> reg

POWER AND IR DROP
-----------------------------------------------------------------------------------------------
Power per cell area                                                                370.5 nW/µm²
Peak ir drop on the vdd network                                                        178.8 µV
Pleak                                                                                  2.317 nW

RUN
-----------------------------------------------------------------------------------------------
Count of warning messages emitted by the tools                                               39
Max-cap viol count                                                                            0

-- per-stage QoR --
stage	area [µm²]	total power, mW	setup TNS, ns	util [%]	setup WS (ns)
3_5_place_dp	5336	1.282	-0.1255	44.24	-0.05144
4_1_cts	5624	2.106	0	46.63	0.2882
2_1_floorplan	4990	1.211	0	-	0.5347
3_3_place_gp	5336	1.280	-0.02923	44.24	-0.02225
5_1_grt	5624	2.193	0	46.63	0.08430
6_report	5624	2.083	0	46.63	0.2984
-- cell usage after synthesis, types with 6 or more instances --
master,count
sky130_fd_sc_hd__o21ai_0,46
sky130_fd_sc_hd__clkbuf_1,11
sky130_fd_sc_hd__nand3_1,6
sky130_fd_sc_hd__xnor2_1,14
sky130_fd_sc_hd__nor2_1,30
sky130_fd_sc_hd__dfxtp_1,17
sky130_fd_sc_hd__xor2_1,14
sky130_fd_sc_hd__buf_2,12
sky130_fd_sc_hd__dfrtp_1,39
sky130_fd_sc_hd__nor3_1,10
sky130_fd_sc_hd__nor2b_1,10
sky130_fd_sc_hd__nor4_1,6
sky130_fd_sc_hd__a22oi_1,12
sky130_fd_sc_hd__o22ai_1,8
sky130_fd_sc_hd__and2_1,12
sky130_fd_sc_hd__a221oi_1,7
sky130_fd_sc_hd__nand2_1,54
sky130_fd_sc_hd__ha_1,30
sky130_fd_sc_hd__edfxtp_1,28
sky130_fd_sc_hd__inv_1,30
sky130_fd_sc_hd__mux2i_1,7
sky130_fd_sc_hd__a21oi_1,22
-- state kept, by name, summed over array words and instances (netlist names) --
| signal | cells |
|---|---|
| conv.add_counter | 3 |
| display.anode_gen.counter | 10 |
| display.anode_gen.anode_buff | 4 |
| conv.state | 3 |
| bcd_in | 16 |
| conv.sh_counter | 4 |
| display.anode_gen.anode | 4 |
| conv.bcd_data | 28 |
| display.anode_gen.bcd_out | 4 |
| seg | 7 |
| conv.result_rdy | 1 |
-- final cells by class --
class / instances / area, µm²
flip-flops and latches: 84 / 2157
inverters: 33 / 123.9
fillers: 1078 / 6437
clock inverters: 4 / 30.03
well taps: 168 / 210.2
multi-input cells: 373 / 2585
repair buffers: 28 / 260.3
clock buffers: 12 / 257.7
-- where the power goes --
part	leakage [nW]	internal (mW)	total, mW	switching [mW]
Sequential	0.906	0.946	1.01	0.0685
Combinational	1.27	0.121	0.256	0.135
Clock	0.138	0.473	0.813	0.340
-- path summary, 6_finish.rpt --
check	startpoint	endpoint	slack (ns)	depth (start not counted)
setup / recovery	A[1]	conv.bcd_data[7]	0.30	14
min in group asynchronous	rst	conv.add_counter[0]	0.87	3
hold reg to reg	display.anode_gen.counter[8]	display.anode_gen.counter[8]	0.46	1
max in group asynchronous	rst	conv.bcd_data[16]	2.67	3
hold / removal	display.anode_gen.counter[8]	display.anode_gen.counter[8]	0.46	1
setup reg to reg	conv.add_counter[0]	conv.bcd_data[27]	1.20	8
-- worst max-delay path, delay by kind of cell --
kind / cells / cell delay, ns
AND-OR/OR-AND: 3 / 0.30
buffers and inverters: 2 / 0.49
XOR/XNOR: 1 / 0.19
adder cells (fa/ha/maj): 5 / 1.69
AND/OR/NAND/NOR: 3 / 0.38
-- cell usage in the layout, fill, tap and decap left out, drive strengths merged, types with 8 or more instances in the layout --
cell type and instances:
a22oi 12, dfrtp 39, buf 8, mux2i 8, nor2 31, clkdlybuf4s50 20, nand2 54, o22ai 8
dfxtp 17, edfxtp 28, ha 30, and2 12, xor2 14, nor2b 10, clkbuf 12, o21ai 49
nor3 12, a21oi 23, inv 33, xnor2 14
-- metal layers --
layer  global-route usage, %  wire length, µm  share of wire, %  vias up
li1                        -                -                 -     1865
met1                   27.35             4820                49     1708
met2                   26.10             4331                44       82
met3                   2.924              526               5.4        9
met4                   2.018              114               1.2        0
met5                       0                0                 0        -
-- cells by family after synthesis --
logic type,share of synthesized area [%]
and+or+nand+nor,16.25
AOI/OAI and AO/OA,18.31
DFF,43.23
buffers and inverters,4.965
adders and majority gates,9.529
xor gates and xnor gates,4.915
muxes,2.808
Power is estimated from default activity; no workload was simulated.
