==> ./design.v <==
`timescale 1ns / 1ps
module bin2bcd(bin, en, clk,reset,  bcd_out, rdy);  
	input [11:0] bin;
	input clk;
	input en;
	output [15:0] bcd_out;
	output rdy;
	input reset;
	parameter IDLE = 3'd0, SETUP = 3'd1, ADD = 3'd2, SHIFT = 3'd3, DONE = 3'd4;
	reg busy = 0;
	reg [27:0] bcd_data =0;  
	reg [2:0] state = 0;
	reg [3:0] sh_counter=0;  
	reg [2:0] add_counter = 0;  
	reg result_rdy = 0;
	always @(posedge clk or posedge reset) begin
	   if(reset)begin
	       busy <= 1'b0;
	       bcd_data <= 28'd0;
	       state <= IDLE;
	       sh_counter <= 4'd0;
	       add_counter <= 3'd0;
	       result_rdy <= 1'b0;
	   end
	   else begin
		case (state)
			IDLE:
				begin
					result_rdy <= 0;
					busy <= 0;
					if (en) state <= SETUP;
					else state <= IDLE;
				end
			SETUP:
				begin
				    bcd_data = bin;
					busy <= 1;
					state <= ADD;
				end
			ADD:
				begin
					case (add_counter)
						0:  
						begin
							if (bcd_data[15:12] > 4) begin  
								bcd_data[27:12] <= bcd_data[27:12] + 3;  
							end
							add_counter <= add_counter + 1;
						end
						1:  
						begin
							if (bcd_data[19:16] > 4) begin
								bcd_data[27:16] <= bcd_data[27:16] + 3;
							end
							add_counter <= add_counter + 1;
						end
						2:  
						begin
							if (bcd_data[23:20] > 4) begin
								bcd_data[27:20] <= bcd_data[27:20] + 3;
							end
							add_counter <= add_counter + 1;
						end
						3:  
						begin
							if (bcd_data[27:24] > 4) begin
								bcd_data[27:24] <= bcd_data[27:24] + 3;
							end
							add_counter <= 0;
							state <= SHIFT;
						end
					endcase
				end
			SHIFT:
				begin
					sh_counter <= sh_counter + 1; 
					bcd_data <= bcd_data << 1;
					if (sh_counter >= 11) begin
                        state <= DONE;
                        sh_counter <= 0;
					end
					else state <= ADD;
				end
			DONE:
				begin
					state <= IDLE;
					result_rdy = 1;
				end
			default: state <= IDLE;
		endcase
	end
	end
	assign bcd_out = bcd_data[27:12];
	assign rdy = result_rdy;
endmodule
module multiseg_driver(
    input clk,
    input en,
    input [15:0] bcd_in,
    output [3:0] seg_anode,
    output [6:0] seg_cathode,
    output rdy  
    );
    wire [3:0] bcd_result;
	reg [15:0] anode_bcd_in;
    always @(posedge clk) begin
    	if(en)
            begin
            anode_bcd_in<=bcd_in;
            end
    end
	anode_generator anode_gen(.en(en), .clk(clk), .bcd_in(bcd_in), .seg_anode(seg_anode), .bcd_out(bcd_result), .rdy(rdy));
	segment_7_binary cat_gen(.data_in(bcd_result), .seg(seg_cathode));
endmodule
module anode_generator(
    input clk,
    input en,
    input [15:0] bcd_in,
    output [3:0] seg_anode,
    output reg [3:0] bcd_out,  
    output rdy
    );
	reg [9:0] counter = 0;  
	reg [3:0] anode = 4'b1110;  
	reg [3:0] anode_buff;
	reg [11:0] anode_counter = 3'b0;
	reg [3:0] shift_en = 4'd0;
	reg anode_counter_en=0;
	always @(posedge clk) begin
		counter <= counter + 1;  
		shift_en <= shift_en << 1;
		if (anode_counter == 12'd4095) begin
		  shift_en <= 4'd1;
		  anode_counter <= 0;
		  anode_counter_en <=0;
		end
		if (en) begin
		  anode_counter_en <= 1;
		end
		if (counter == 1023) begin
		    anode_buff <= anode;
			anode <= {anode[2:0], anode[3]};  
			case (anode)
				4'b1110: bcd_out <= bcd_in[3:0];  
				4'b1101: bcd_out <= bcd_in[7:4];
				4'b1011: bcd_out <= bcd_in[11:8];
				4'b0111: bcd_out <= bcd_in[15:12];
				default: bcd_out <= 4'b0;
			endcase
			counter <= 0;
			if (anode_counter_en) anode_counter <= anode_counter + 1;
		end
	end
	assign seg_anode = anode_buff;
	assign rdy = |shift_en;
endmodule
module segment_7_binary(
    input [3:0] data_in,
    output reg [6:0] seg
    );
	always @* begin
		case (data_in)
			0: seg = 7'b0000001;  
			1'b0001: seg = 7'b1001111;  
			2: seg = 7'b0010010;
			3: seg = 7'b0000110;
			4: seg = 7'b1001100;
			5: seg = 7'b0100100;
			6: seg = 7'b0100000;
			7: seg = 7'b0001111;
			8: seg = 7'b0000000;
			9: seg = 7'b0000100;
			default: seg = 7'b1111111;  
		endcase
	end
endmodule
`timescale 1ns / 1ps
module seq_mult(input wire clk,input wire rst, input [3:0] a, input [3:0] b, output reg [7:0] p, output reg rdy);
reg[3:0] operand_b, shift_count;
reg[7:0] partial_product, multiplicand;
reg [2:0] PS, NS;
parameter s0_idle = 0, s1_multiply = 1, s2_update_r = 2, s3_done = 3;
always@(posedge clk)
begin 
	if(rst) 
	PS<= s0_idle; 
	else
	PS <= NS;
end 
always@(posedge clk) begin
	if(rst) begin
		partial_product <= 8'b0;
		shift_count <= 4'b0;
		multiplicand <= 8'b0;
		operand_b <= 4'b0;
		p <= 8'b0;
		rdy <= 1'b0;
	end
	else begin
		case (PS)
		s0_idle: begin
			partial_product <= 8'b0;
			shift_count <= 4'b0;
			multiplicand <= {4'b0, a};  
			operand_b <= b;
			p <= 8'b0;
			rdy <= 1'b0;
		end
		s1_multiply: begin
			if(operand_b[0] == 0 && shift_count < 4) begin
				partial_product <= partial_product;
				multiplicand <= multiplicand << 1;
				shift_count <= shift_count + 1;
				operand_b <= operand_b >> 1;
			end
			else if (operand_b[0] == 1 && shift_count < 4) begin
				partial_product <= partial_product + multiplicand;
                multiplicand <= multiplicand << 1;
                operand_b <= operand_b >> 1;
                shift_count <= shift_count + 1;
			end
		end
		s2_update_r: begin
			p<= partial_product;
		end
		s3_done: begin
		  rdy <= 1;
		end
	endcase
end
end
always@(*)
begin 
	NS = PS;
	case(PS)
		s0_idle: begin
			NS = s1_multiply;
		end
		s1_multiply: begin
			if(shift_count < 4) begin
			    NS = s1_multiply;
			end
			else begin
				NS = s2_update_r;
			end
		end
		s2_update_r: begin
		    NS = s3_done;
		end
		s3_done: begin 
			NS = s0_idle;
		end
	endcase
end
endmodule
module top_seq_mult(
	input clk, rst,
	input [3:0] A, B,
	output wire [6:0] seg,
	output wire [3:0] an);
	wire [7:0] bin_result;
	wire mult_to_conv, conv_to_disp;
	wire [15:0] bcd_result;
	wire sys_rdy;
	reg [7:0] bin_in;
	reg [15:0] bcd_in;
	seq_mult mult(.clk(clk), .rst(rst), .a(A), .b(B), .p(bin_result), .rdy(mult_to_conv));
	bin2bcd conv(.clk(clk), .reset(rst), .bin({4'b0, bin_in}), .en(mult_to_conv), .bcd_out(bcd_result), .rdy(conv_to_disp)); 
	multiseg_driver display(.clk(clk), .en(conv_to_disp), .bcd_in(bcd_in), .seg_anode(an), .seg_cathode(seg), .rdy(sys_rdy));
	always @(posedge clk) begin
	       if (mult_to_conv) bin_in <= bin_result;
	       if (conv_to_disp) bcd_in <= bcd_result;
	   end
endmodule
==> ./run.sh <==
#!/bin/bash
# OpenROAD 26Q1-2900-gdf79404cd8, Yosys 0.63+post, stock flow scripts
make -C /OpenROAD-flow-scripts/flow DESIGN_CONFIG=/design/flow/config.mk WORK_HOME=/design/flow/orfs finish
==> ./config.mk <==
export PLATFORM = sky130hd
export DESIGN_NAME = top_seq_mult
export DESIGN_NICKNAME = top_seq_mult
export VERILOG_FILES = /design/flow/design.v
export SDC_FILE = /design/flow/constraint.sdc
export NUM_CORES = 4
export LEC_CHECK = 1
export CORE_UTILIZATION = 50
==> ./constraint.sdc <==
current_design top_seq_mult

set clk_period 3.2
set clk_io_pct 0.2

create_clock -name clk0 -period $clk_period [get_ports {clk}]

set non_clock_inputs [all_inputs -no_clocks]
set_input_delay [expr $clk_period * $clk_io_pct] -clock clk0 $non_clock_inputs
set_output_delay [expr $clk_period * $clk_io_pct] -clock clk0 [all_outputs]
==> datasheet_impl.txt <==
Characteristics after synthesis and place and route

Parameter                              Value

Floorplanning
  Full die area .................. between 10,000 and 15,000 sq um
  Initial standard-cell utilization of the core .................. 0.513
  Core Box Area .................. around 13,000 sq um
  Die Width .................. between 100 and 150 um
  Boundary Pins .................. 21
  Die H .................. 116 um
  Floorplan row count .................. just over 40

Yosys
  Predominant post-synthesis flop cell .................. dfxtp_1
  Register bit count reported by yosys .................. 129
  Flip-flops with a built-in enable .................. 36
  Fraction of registers with async set or reset after synthesis .................. 0.302
  Tally of yosys warning messages .................. 6
  Synthesis area per yosys .................. ~6400 sq um
  Count of different cell masters after synthesis .................. between 70 and 80
  Cell count listed in synth_stat.txt .................. 657
  Synth Instances .................. ~660
  Register area share after synthesis .................. 0.487
  Netlist area before placement .................. around 6400 sq um
  Avg Cell Area, Syn .................. just under 10 sq um

Placed design
  Weighted congestion at the end of routability-driven global placement .................. between 0.8 and 0.9
  HPWL after DPL .................. 8440 um
  Minimum setup slack after placement .................. 0.573 ns
  Port buffer count .................. 20

CTS
  Clock-pin slew of the registers on the worst-case setup and hold paths .................. 0.06 ns
  Insertion delay at the late pin of the worst-skew pair .................. between 0.4 and 0.5 ns
  Post-cts repair resize count .................. 0
  CTS HTree Levels .................. 4
  Number of buffers added to fix hold violations after cts .................. 0
  Number of buffers inserted to repair setup after CTS .................. 0
  TritonCTS buffer count .................. 17
  CTS tree .................. yes
  Max Buffers Root-to-Sink .................. 2
  Sinks on Clock Net .................. 129
  Clock tree root driver cell .................. clkbuf_16

Job
  OpenROAD warnings .................. 38
  Count of maximum capacitance violations .................. 0

Route
  Number of design-rule violations left by the first detailed-router iteration .................. 280
  Total via count in the routed design .................. ~4,800
  Count of TritonRoute iterations in the first routing pass .................. 5
  Final wirelength .................. ~13,000 um
  Avg WL per Cell .................. approximately 15 um
  Tally of nets with antenna violations remaining after routing .................. 0
  Count of inserted antenna diode cells .................. 0
  Number of vias per cell after detailed routing .................. between 5 and 6
  Residual DRC .................. 0

Pwr
  Fraction of power consumed by combinational cells .................. 0.320
  Max rail drop VDD .................. between 0.3 and 0.4 mV
  Internal portion of total power .................. 0.00395 W
  Total power per unit cell area .................. approximately 850 nW/um^2
  Sw Ratio .................. 0.362
  Static leakage power .................. about 2.9 nW
  Relative contribution of sequential cells to total power .................. 0.381
  Part of the total power dissipated in the clock network .................. 0.299
  Switching power .................. about 0.0022 W

Timing
  Total negative slack for setup checks .................. 0 ns
  Final Max-Slew Violation Tally .................. 0
  Total setup violations reported at the end of the flow .................. 0
  Setup repair after global routing missed its margin .................. false
  Slew at the pin with the worst max-slew slack .................. roughly 0.87 ns
  Worst clock skew .................. between 0.005 and 0.006 ns
  Final Critical Period .................. roughly 2.7 ns
  Relative slew slack .................. 0.423
  Maximum clock rate .................. between 0.3 and 0.4 GHz
  Period utilization .................. 0.829
  Hold violation total from the final report .................. 0
  Setup slack after layout .................. 0.547 ns

Critical path
  Cell family with the largest share of critical-path delay .................. simple AND/OR/NAND/NOR gates
  Data arrival time of the critical path .................. slightly below 3 ns
  Startpoint class of the critical path .................. register
  R2r endpoint .................. seg[3]$_DFF_P_
  Worst reg-to-reg setup slack .................. ~0.55 ns
  Crit path DRT .................. 3.51 ns
  Number of logic stages on the critical path including buffering .................. 10
  Critical Path Sink Type .................. register
  Crit path top cell by count .................. ha_1
  Path type of the worst setup path .................. register to register
  Max FO, Critical Path .................. 23
  CP max stage cell .................. or3_4
  CP Buf/Inv Count .................. 2
  Worst setup endpoint .................. seg[3]$_DFF_P_
  Worst setup path startpoint .................. display.anode_gen.counter[0]$_SDFF_PN0_
  Worst Reg-to-Reg Cells .................. 10
  Crit path cell chain .................. ha_1, nand3_2, or3_4, clkinv_4, mux2i_1, inv_1, ha_1, mux2_2, a211o_1, o21a_1
  Delay contributed by the slowest stage of the critical path .................. around 0.43 ns
  Startpoint of the lowest-slack register-to-register path .................. display.anode_gen.counter[0]$_SDFF_PN0_

Global routing
  Antenna violations before repair .................. 0
  Global-route wire length before repair .................. 21,200 um
  Number of global-route vias before repair .................. 4,323
  Overflow after GRT .................. 0
  Total track usage .................. 0.206
  Pin count of the biggest net entering global routing .................. ~40

Finish
  Area Growth Syn to Fin .................. 13.3%
  Most frequent cells in the layout .................. nand2_1, nor2_1, dfxtp_1, o21ai_0, a21oi_1
  Ratio of cells with drive above 1 in the final layout .................. 0.0842
  Top cell excl fill/tap .................. nand2_1

Hold path
  Worst hold-check path type .................. register to register
  Min-delay src .................. mult.p[5]$_SDFFE_PP0P_

Run status
  Run status .................. completed
per-layer routing:
metal,part of all wire,global-route usage,vias up
met3,0.046,0.0384,19
met5,0,0,-
li1,-,-,2399
met1,0.48,0.331,2270
met2,0.46,0.309,95
met4,0.017,0.0390,0
per-stage QoR:
step                       util  instance area, sq um  total power, W  hold slack, ns  instances
after floorplan               -                  6440         0.00390           0.400        657
after global placement    0.535                  6730         0.00431           0.410        817
after detailed placement  0.535                  6730         0.00433           0.411        817
after CTS                 0.581                  7300         0.00622           0.424        849
after global routing      0.581                  7300         0.00660           0.434        849
final                     0.581                  7300         0.00619           0.424        849
sequential cells by signal, indices dropped and copies added, names as in the netlist, 7 cells and up:
| name | cells |
|---|---|
| conv.bcd_data | 28 |
| bcd_in | 16 |
| display.anode_gen.counter | 10 |
| bin_in | 8 |
| mult.multiplicand | 8 |
| mult.p | 8 |
| mult.partial_product | 8 |
| seg | 7 |
worst min-delay path by stage:
| stage | to | slack [ns] | cells after the start |
|---|---|---|---|
| CTS | bin_in[5]$_DFFE_PP_ | 0.42 | 0 |
| finish | bin_in[5]$_DFFE_PP_ | 0.42 | 0 |
| global route | bin_in[5]$_DFFE_PP_ | 0.43 | 0 |
logic make-up after synthesis:
kind of cell             share of synthesized area
buffers and inverters                       0.0441
multiplexers                                0.0433
XOR/XNOR                                    0.0353
AND-OR/OR-AND                                0.174
adder cells (fa/ha/maj)                     0.0594
AND/OR/NAND/NOR                              0.157
flip-flops                                   0.487
power groups by stage:
| stage | Clock, W | Sequential (W) | Combinational [W] |
|---|---|---|---|
| 6_report | 0.00185 | 0.00236 | 0.00198 |
| 5_1_grt | 0.00197 | 0.00241 | 0.00221 |
| 4_1_cts | 0.00189 | 0.00236 | 0.00197 |
synth_stat cells, types with 3 or more instances:
| master | n | area, sq um |
|---|---|---|
| nand2_1 | 58 | 218 |
| nor2_1 | 56 | 210 |
| dfxtp_1 | 54 | 1080 |
| o21ai_0 | 46 | 230 |
| a21oi_1 | 45 | 225 |
| dfrtp_1 | 39 | 976 |
| edfxtp_1 | 36 | 1080 |
| ha_1 | 29 | 363 |
| inv_1 | 25 | 93.8 |
| clkbuf_1 | 24 | 90.1 |
| nand3_1 | 23 | 115 |
| mux2i_1 | 17 | 170 |
| xnor2_1 | 17 | 149 |
| nor3_1 | 12 | 60.1 |
| a22oi_1 | 11 | 82.6 |
| a211oi_1 | 10 | 75.1 |
| nor3b_1 | 10 | 75.1 |
| buf_2 | 9 | 45.0 |
| nand2b_1 | 9 | 56.3 |
| xor2_1 | 9 | 78.8 |
| mux2_2 | 7 | 78.8 |
| nor2b_1 | 7 | 43.8 |
| and3_1 | 6 | 37.5 |
| a31oi_1 | 5 | 31.3 |
| and4b_1 | 5 | 50.1 |
| o22ai_1 | 5 | 31.3 |
| a221oi_1 | 4 | 35.0 |
| nand4_1 | 4 | 25.0 |
| o21bai_1 | 4 | 30.0 |
| o221ai_1 | 4 | 35.0 |
| o31ai_1 | 4 | 30.0 |
| and2_1 | 3 | 18.8 |
| buf_1 | 3 | 11.3 |
| nor4_1 | 3 | 18.8 |
| o21a_1 | 3 | 22.5 |
| o21ai_1 | 3 | 15.0 |
| o41ai_1 | 3 | 26.3 |
| or2_2 | 3 | 18.8 |
final cells by class:
class | instances | area, sq um
multi-input combinational | 463 | 3020
sequential | 129 | 3140
timing repair buffer | 27 | 253
tap | 172 | 215
fill | 1045 | 5270
inverter | 26 | 103
clock inverter | 13 | 138
clock buffer | 19 | 433
No activity file was given, so power comes from the tool's default toggle rates.
